==> design/flow/design.v <==
module ALU(A,B,O,OP,OF);
parameter WIDTH = 32;
input [WIDTH-1:0] A,B;
input [2:0] OP;
output reg [WIDTH-1:0] O;
output reg OF;
always @(*)
	case(OP)
	3'b000: 	begin 
					O=~A;
					OF=1'b0;
				end
	3'b001: begin 
					O=A&B;
					OF=1'b0;
				end
	3'b010: begin 
					O=A^B; 
					OF=1'b0;
				end
	3'b011:  begin 
					O=A|B; 
					OF=1'b0;
				end
	3'b100: 	begin 
					O=A-1;
					if (A[31]==1 && O[31]==0) OF=1'b1;
					else  OF=1'b0;
				end
	3'b101: 	begin 
					O=A+B;
					if (A[31]==0 && B[31]==0 && O[31]==1)OF=1'b1;
					else if (A[31]==1&& B[31]==1 && O[31]==0)OF=1'b1;
					else OF=1'b0;
				end
	3'b110: 	begin 
					O=A-B;
					if (A[31]==0 && B[31]==1 && O[31]==1)OF=1'b1;
					else if(A[31]==1&& O[31]==0)OF=1'b1;
					else OF=1'b0;
				end
	3'b111: 
					begin 
					O=A+1;
					if (A[31]==0&& O[31]==1)OF=1'b1;
					else OF=1'b0;
				end
	endcase
endmodule
module  Alu_control(ALUOP,ALUcontrol);
input [1:0] ALUOP;
output reg[2:0] ALUcontrol;
always @(*)
	case(ALUOP)
		0: ALUcontrol=3'd1; 
		1: ALUcontrol=3'd3; 
		2: ALUcontrol=3'd5; 
		3: ALUcontrol=3'd6; 
	endcase
endmodule
module Control_Unit(OP,REGDST,MEMREAD,MEMWRITE,MEMTOREG,ALUOP,ALUSRC,REGWRITE);
input [5:0] OP;
output reg REGDST,MEMREAD,MEMWRITE,MEMTOREG,ALUSRC,REGWRITE;
output reg [1:0] ALUOP;
always @(*)
		case(OP)
		1: 
		begin
			ALUOP=2'd2;
			ALUSRC=1'b0;
			REGDST=1'b1;
			REGWRITE=1'b1;
			MEMREAD=1'b0;
			MEMWRITE=1'b0;
			MEMTOREG=1'b0;
		end
		3: 
		begin
			ALUOP=2'd3;
			ALUSRC=1'b0;
			REGDST=1'b1;
			REGWRITE=1'b1;
			MEMREAD=1'b0;
			MEMWRITE=1'b0;
			MEMTOREG=1'b0;
		end
		5: 
		begin
			ALUOP=2'd0;
			ALUSRC=1'b0;
			REGDST=1'b1;
			REGWRITE=1'b1;
			MEMREAD=1'b0;
			MEMWRITE=1'b0;
			MEMTOREG=1'b0;
		end
		7: 
		begin
			ALUOP=2'd1;
			ALUSRC=1'b0;
			REGDST=1'b1;
			REGWRITE=1'b1;
			MEMREAD=1'b0;
			MEMWRITE=1'b0;
			MEMTOREG=1'b0;
		end
		4: 
		begin
			ALUOP=2'd2;
			ALUSRC=1'b1;
			REGDST=1'b0;
			REGWRITE=1'b1;
			MEMREAD=1'b1;
			MEMWRITE=1'b0;
			MEMTOREG=1'b1;
		end
		2: 
		begin
			ALUOP=2'd2;
			ALUSRC=1'b1;
			REGDST=1'b0;
			REGWRITE=1'b1;
			MEMREAD=1'b0;
			MEMWRITE=1'b1;
			MEMTOREG=1'b0;
		end
		default:
		begin
			ALUOP=2'dx;
			ALUSRC=1'bx;
			REGDST=1'bx;
			REGWRITE=1'bx;
			MEMREAD=1'bx;
			MEMWRITE=1'bx;
			MEMTOREG=1'bx;
		end
	endcase
endmodule
module DATAPATH(CLK,INST,REGDST,ALUSRC,ALUCONTROL,MEMWRITE,MEMREAD,MEMTOREG,OUT,REGWRITE);
input [25:0] INST;
output [31:0] OUT;
input CLK;
input REGDST,ALUSRC,MEMWRITE,MEMREAD,MEMTOREG,REGWRITE;
input [2:0] ALUCONTROL;
wire [31:0] RD1,RD2,ALURESULT,O_SIGNEXTEND,READDATA,WD;
wire [4:0] WR;
MUX_32_bit #(.WIDTH(5)) mux1(.OP(REGDST),.A(INST[20:16]),.B(INST[15:11]),.O(WR));
REGFILE REG1(.RWE(REGWRITE),.WA(WR),.WD(WD),.RA1(INST[25:21]),.RA2(INST[20:16]),.CLK(CLK),.RD1(RD1),.RD2(RD2));
wire [31:0] OM2;
MUX_32_bit #(.WIDTH(32)) mux2(.OP(ALUSRC),.A(RD2),.B(O_SIGNEXTEND),.O(OM2));
ALU ALU1(.A(RD1),.B(OM2),.O(ALURESULT),.OP(ALUCONTROL),.OF());
SRAM SRAM1(.CLK(CLK),.WE(MEMWRITE),.RE(MEMREAD),.WD(RD2),.RA(READDATA),.ADDRESS(ALURESULT));
SIGN_EXTEND SignEXTEND(.I(INST[15:0]),.O(O_SIGNEXTEND));
MUX_32_bit #(.WIDTH(32)) mux3(.OP(MEMTOREG),.A(ALURESULT),.B(READDATA),.O(WD));
assign OUT=WD;	
endmodule
module LAB07(INST,CLK,OUT); 
input [31:0] INST;
input CLK;
output [31:0] OUT;
 wire REGDST,ALUSRC,MEMWRITE,MEMREAD,MEMTOREG,REGWRITE;
 wire [1:0] ALUOP;
 wire [2:0] ALUCONTROL;
DATAPATH DATAPATH1(.CLK(CLK),.INST(INST[25:0]),.REGDST(REGDST),.ALUSRC(ALUSRC),.ALUCONTROL(ALUCONTROL),.MEMWRITE(MEMWRITE),.MEMREAD(MEMREAD),.MEMTOREG(MEMTOREG),.OUT(OUT),.REGWRITE(REGWRITE));
Control_Unit Control_Unit1(.OP(INST[31:26]),.REGDST(REGDST),.MEMREAD(MEMREAD),.MEMWRITE(MEMWRITE),.MEMTOREG(MEMTOREG),.ALUOP(ALUOP),.ALUSRC(ALUSRC),.REGWRITE(REGWRITE));
Alu_control Alu_control1(.ALUOP(ALUOP),.ALUcontrol(ALUCONTROL));
endmodule
module MUX_32_bit #(parameter WIDTH = 32) (OP,A,B,O);
input [WIDTH-1:0] A,B;
input OP;
output reg [WIDTH-1:0] O;
always @(*) begin
O=(OP==0)?A:B;
end
endmodule
module REGFILE(RWE,WA,WD,RA1,RA2,CLK,RD1,RD2);
input RWE,CLK; 
input [31:0] WD;
input [4:0] WA,RA1,RA2;
output [31:0] RD1,RD2;
reg [31:0] REG32X32 [31:0];  
initial begin
	REG32X32[5'b00000] = 32'd1;   
   REG32X32[5'b00001] = 32'd1;   
   REG32X32[5'b00010] = 32'd2;   
   REG32X32[5'b00011] = 32'd3;   
   REG32X32[5'b00100] = 32'd4;   
   REG32X32[5'b00101] = 32'd5;   
   REG32X32[5'b00110] = 32'd6;   
   REG32X32[5'b00111] = 32'd7;   
   REG32X32[5'b01000] = 32'd8;   
   REG32X32[5'b01001] = 32'd9;   
   REG32X32[5'b01010] = 32'd10;  
end
always @(posedge CLK) begin
	if(RWE)begin
		REG32X32[WA] <= WD; 
	end
end
assign RD1 =(RWE)? REG32X32[RA1] :32'bz;
assign RD2 =(RWE)? REG32X32[RA2] :32'bz;
endmodule
module SIGN_EXTEND #(parameter WIDTH = 16)(I,O);
input [WIDTH-1:0] I;
output [WIDTH*2-1:0] O;
assign O = {{16{I[WIDTH-1]}}, I};
endmodule
module SRAM(CLK,WE,RE,WD,RA,ADDRESS);
input [31:0] ADDRESS;
reg [31:0] SRAM [127:0];
input [31:0] WD; 
input WE,RE,CLK;
output [31:0] RA; 
initial begin
	SRAM[32'd0]		=32'd3;
	SRAM[32'd1]		=32'd6;
	SRAM[32'd2]		=32'd7;
	SRAM[32'd3]		=32'd8;
	SRAM[32'd4]		=32'd4;
	SRAM[32'd5]		=32'd5;
	SRAM[32'd6]		=32'd12;
	SRAM[32'd7]		=32'd15;
	SRAM[32'd8]		=32'd18;
	SRAM[32'd9]		=32'd20;	
	SRAM[32'd10]	=32'd1;
end
always @(posedge CLK) begin
	if (WE && !RE) begin
		SRAM[ADDRESS]<= WD;
	end
end
assign RA=(RE)?SRAM[ADDRESS]:32'bz;
endmodule
==> design/flow/run.sh <==
#!/bin/bash
# OpenROAD 26Q1-2900-gdf79404cd8, Yosys 0.63+post, stock flow scripts
make -C /OpenROAD-flow-scripts/flow DESIGN_CONFIG=/design/flow/config.mk WORK_HOME=/design/flow/orfs finish
==> design/flow/config.mk <==
export PLATFORM = sky130hd
export DESIGN_NAME = LAB07
export DESIGN_NICKNAME = LAB07
export VERILOG_FILES = /design/flow/design.v
export SDC_FILE = /design/flow/constraint.sdc
export NUM_CORES = 4
export LEC_CHECK = 1
export CORE_UTILIZATION = 50
export SYNTH_MEMORY_MAX_BITS = 65536
==> design/flow/constraint.sdc <==
current_design LAB07

set clk_period 53.2
set clk_io_pct 0.2

create_clock -name clk0 -period $clk_period [get_ports {CLK}]

set non_clock_inputs [all_inputs -no_clocks]
set_input_delay [expr $clk_period * $clk_io_pct] -clock clk0 $non_clock_inputs
set_output_delay [expr $clk_period * $clk_io_pct] -clock clk0 [all_outputs]
==> out/qor.yml <==
run_status:
  outcome: "complete, but fails checks"
  violations: "capacitance limit, slew limit"
cts:
  ctsHoldBuffers: 0
  clock.latency.late_pin_ns: 1.10
  cts_tree: "yes"
  path_clk_slew_ns: 0.06
  htreeDepth: 6
  ctsResizeCount: 0
  cts_buffer_depth: 4
  cts.sink_count: 5120
  cts_buffers: 534
  post_cts_buffers: 0
  cts_root_buffer: "clkbuf_16"
worst_hold_path:
  min_to: "DATAPATH1.SRAM1.SRAM[100][28]"
  hold_path_class: "flip-flop to flip-flop"
  worstHoldStart: "DATAPATH1.REG1.REG32X32[12][28]"
  holdPathStages: 4
global_route:
  antenna_found_initial: 62
  grt_max_degree: 98
  grt_pass1_wl_mm: 1049
  grt_usage_pct: 42.77
  grt_pass1_vias: 129900
  overflow: 0
yosys:
  top_logic_kind: "AND-OR/OR-AND gates"
  synth_flops: 5120
  postSynthSeqShare_pct: 76.04
  synth-adder-area-share_pct: 0.6040
  ys_area_sq_um: 202200
  top_cell_area_share_pct: 76.04
  aoi_share_pct: 11.06
  mux_share_pct: 7.053
  synth_top_cell_by_area: "edfxtp_1"
  topCellsByArea: "edfxtp_1 (76%), mux4_2 (4.8%), a22oi_1 (4.2%)"
  ys_cells: 11510
  synth_warnings: 10
  syn_area_per_cell_sq_um: 17.57
  synth-edff-count: 5120
  ys_sh_simple_pct: 3.094
  async_reset_ff_share_pct: 0
  flop_cell: "edfxtp_1"
  synth_cells: 11510
  ys_types: 87
  ys_sh_xor_pct: 0.2426
  mappedNetlistArea_sq_um: 202200
power:
  peakVddDrop_mv: 0.06600
  p_per_area_nw_per_um2: 61.45
  leakage_nw: 72.70
die:
  fp.dieW_um: 637.9
  die_y_um: 637.9
  core_sq_um: 402600
  num_rows: 233
  dieArea_sq_um: 406900
  fp_util_pct: 50.22
  ios: 65
setup_path:
  crit_top_cell: "buf_4"
  timing.rr.end: "DATAPATH1.REG1.REG32X32[21][21]"
  path_delay_family: "buffers and inverters"
  critPathMaxStageDelay_ns: 0.81
  crit_path_end_kind: "primary output"
  cp_data_arrival_time_ns: 23.20
  worst-r2r-setup-slack_ns: 41.92
  rr_startpoint: "DATAPATH1.REG1.REG32X32[30][1]"
  ff2ff_path_depth: 27
  cp-start-kind: "input port"
  critPathMaxFanout: 57
  cp_num_buf_inv: 12
  required_ns: 42.56
  slowest_stage: "a31oi_4"
  worstSetupPathType: "input port to primary output"
sta:
  slew_viol_final: 5
  setup_viol: 0
  fin_crit_ns: 33.84
  tightest_slew_ns: 1.638
  finalHoldViolations: 0
  fmax_mhz: 29.55
  fin_skew_ns: 0.05790
  fin_tns_setup_ns: 0
  rsz0062_at_grt: "false"
  finalCritPeriodShare_pct: 63.60
  slew_headroom_pct: -9.704
route:
  routed_wirelength_mm: 772.6
  detailroute.via_count: 123500
  drc_errors: 0
  drt_iter0_drc: 9681
  viasPerCell: 6.850
  post_drt_wl_per_cell_um: 42.86
  first_pass_iters: 8
  antenna_left: 0
job:
  warning_count: 90
  maxCapViolCount: 2
final_layout:
  layout_top_cell: "edfxtp_1"
  drive_gt1_share_pct: 18.99
  post-route-cell-area_sq_um: 231900
  lay_top_cells: "edfxtp_1 (5120), a22oi_1 (1128), buf_4 (784), nand2_1 (697), clkbuf_16 (539)"
  fin_util_pct: 57.59
  area_growth_pct: 14.68
placed_design:
  place_area_sq_um: 215000
  io_buffers: 64
  dpl.hpwl_mm: 468.6
  gp_congestion: 1.017
==> Yosys cell counts, types with 9 or more instances <==
cell type / instances
o22ai_1: 32
buf_4: 19
xnor2_1: 47
nand4_1: 45
and2_1: 9
nor4_1: 80
inv_1: 72
clkbuf_1: 342
ha_1: 96
and3_1: 15
o221ai_1: 36
a22oi_1: 1129
nand3_1: 116
nor2_1: 296
a221oi_1: 425
a211oi_1: 55
mux2_2: 41
a221o_1: 13
a21o_1: 22
o2111ai_1: 19
buf_2: 284
o211ai_1: 15
nor2b_1: 19
nor3_1: 43
a31oi_1: 411
a222oi_1: 16
or4_1: 17
a22o_1: 266
a41oi_1: 15
buf_6: 20
mux2i_1: 392
edfxtp_1: 5120
a21oi_1: 420
o21a_1: 9
a311oi_1: 9
o31ai_1: 9
mux4_2: 433
mux2i_2: 9
buf_1: 130
o21ai_0: 95
nand2_1: 727
xor2_1: 9
==> metrics by stage <==
stage	cells	hold WS (ns)	setup WS, ns	power [mW]
after floorplan	11510	1.272	17.88	7.534
after global placement	16980	1.131	19.75	10.41
after detailed placement	16990	1.142	19.74	10.47
after CTS	17940	1.148	19.65	14.01
after global routing	17970	1.221	19.01	14.51
final	18030	1.129	19.36	14.25
==> cell type report <==
class / count / area [sq um]
repair buffers: 868 / 6940
clock buffers: 664 / 13960
inverters: 75 / 284.0
flip-flops and latches: 5120 / 153700
well taps: 5405 / 6763
diodes: 87 / 217.7
fillers: 28940 / 170700
multi-input cells: 5520 / 47340
clock inverters: 287 / 2620
==> cell families after synthesis <==
logic type                 Yosys count
DFF                               5120
AOI/OAI and AO/OA                 3073
and+or+nand+nor                   1419
muxes                              875
buffers and inverters              870
adders and majority gates           97
xor gates and xnor gates            56
==> where the power goes <==
part           total (mW)  switching, mW  internal (mW)
registers            5.27         0.0300           5.24
clock network        3.58           1.57           2.01
logic                5.40           4.07           1.33
total                14.2           5.67           8.58
==> flip-flops by register name (all words and copies together) (netlist names) <==
register / cells
DATAPATH1.SRAM1.SRAM: 4096
DATAPATH1.REG1.REG32X32: 1024
==> tightest hold or removal path, delay by kind of cell (launching register included) <==
kind             cells  cell delay, ns
and+or+nand+nor      3            0.49
DFF                  1            0.34
muxes                1            0.09
==> routing by layer <==
| metal | vias up | global-route usage (%) | share of wire [%] |
|---|---|---|---|
| met5 | - | 14.98 | 1.0 |
| met4 | 171 | 20.37 | 6.7 |
| met3 | 1979 | 42.46 | 23 |
| met2 | 11610 | 53.79 | 42 |
| met1 | 60330 | 46.03 | 27 |
| li1 | 49400 | - | - |
==> worst max-delay path by stage <==
stage / startpoint / to / slack (ns) / cells past startpoint
6_report: INST[16] / OUT[21] / 19.36 / 30
5_1_grt: INST[16] / OUT[21] / 19.01 / 30
4_1_cts: INST[16] / OUT[21] / 19.65 / 30
No activity file was given, so power comes from the tool's default toggle rates.
