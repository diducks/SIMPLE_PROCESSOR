## run.sh

```bash
#!/bin/bash
# OpenROAD 26Q1-2900-gdf79404cd8, Yosys 0.63+post, stock flow scripts
make -C /OpenROAD-flow-scripts/flow DESIGN_CONFIG=/design/flow/config.mk WORK_HOME=/design/flow/orfs finish
```

## design.v

```verilog
module MUX_32bit #(parameter WIDTH = 32) (OP,A,B,O);
input [WIDTH-1:0] A,B;
input OP;
output [WIDTH-1:0] O;
assign O=(OP==1)?A:B;
endmodule
```

## config.mk

```make
export PLATFORM = sky130hd
export DESIGN_NAME = MUX_32bit
export DESIGN_NICKNAME = MUX_32bit
export VERILOG_FILES = /design/flow/design.v
export SDC_FILE = /design/flow/constraint.sdc
export NUM_CORES = 4
export LEC_CHECK = 1
export CORE_AREA = 10 10 70 70
export DIE_AREA = 0 0 80 80
```

## constraint.sdc

```tcl
current_design MUX_32bit

set clk_period 1.0
set clk_io_pct 0.2

create_clock -name clk0 -period $clk_period

set non_clock_inputs [all_inputs -no_clocks]
set_input_delay [expr $clk_period * $clk_io_pct] -clock clk0 $non_clock_inputs
set_output_delay [expr $clk_period * $clk_io_pct] -clock clk0 [all_outputs]
```

==> flow_metrics.rpt <==
RUN METRICS
----------------------------------------------------
[Hold path]
  Hold Crit Endpoint ........................ O[17]
  Startpoint of the lowest-slack hold path ........................ A[17]
  Worst hold stages ........................ 3
  Class of the most critical hold timing path ........................ in2out

[Place]
  Setup Slack @ Placement ........................ -0.501 ns
  Number of buffers inserted by port buffering ........................ 97
  HPWL Detailed ........................ 2390 um
  Placer's final routability congestion estimate ........................ 0.758
  Placed instance count ........................ 177

[Yosys]
  Cell count in the Yosys report ........................ 36
  Distinct lib cells used ........................ 4
  Gate count after technology mapping ........................ 36
  Mean area per synthesized cell ........................ 15.1 um^2
  Count of warnings emitted by yosys ........................ 0
  Summed standard-cell area reported by yosys ........................ 544 um^2
  Post-synthesis sequential area ratio ........................ 0
  Synth Cell Area ........................ 544 um^2

[Finish]
  Area taken by flip-flops and latches ........................ 0 um^2
  Tally of clock buffers in the finished layout ........................ 0
  Share of post-route cells with drive strength above 1 ........................ 0.540
  Layout Cells excl Fill ........................ 185
  Synth-to-layout area growth ........................ 198%
  Multi-input combinational cell area ........................ 480 um^2
  Count of fill cells added during filler insertion ........................ 342
  FF+latch count ........................ 0

[GRT]
  First-pass GRT wire length ........................ 3970 um
  Total global routing overflow ........................ 0
  Global-route layer with the greatest usage ........................ met2
  Largest net degree at the start of global routing ........................ 11
  Grt met2 use ........................ 0.134
  Antenna violations before repair ........................ 0
  Via count of the first global-routing pass ........................ 721
  Total global routing track utilization ........................ 0.0767
  GRT met1 Usage ........................ 0.0883
  M3 GR Usage ........................ 0.0352

[Timing]
  Count of pins over their slew limit ........................ 0
  Min Clock Period, post-route ........................ 1.17 ns
  Slew margin rel. ........................ 0.925
  RSZ-0062 raised after global routing ........................ true
  Setup WS post-layout ........................ -0.171 ns
  Worst slew pin tran ........................ 0.112 ns
  Setup-violating endpoint count in the final report ........................ 32
  Number of hold violations in the final report ........................ 0
  Final worst-path cycle share ........................ 1.17
  Fmax ........................ 854 MHz

[Worst setup path]
  Worst path required time ........................ 0.80 ns
  Critical path cell sequence ........................ clkdlybuf4s50_1 > mux2_4 > buf_6
  Worst setup path class ........................ in2out
  Critical path buffers and inverters ........................ 2
  Worst path slowest cell ........................ clkdlybuf4s50_1
  Critical path peak fanout ........................ 1
  Critical Path Max Stage Delay ........................ 0.39 ns
  Critical Path Start Type ........................ input port
  Critical path capture point type ........................ primary output
  Arr. time, crit path ........................ 0.97 ns
  Cell family contributing the most delay on the critical path ........................ buffers and inverters

[Floorplanning]
  Effective utilization at floorplan ........................ 0.159
  Core Footprint ........................ 3420 um^2
  Vertical extent of the die ........................ 80 um
  Chip Width ........................ 80 um
  Cell Rows ........................ 21
  Number of placed I/O pins ........................ 97
  Area of the die ........................ 6400 um^2

[Power]
  Highest ir drop seen on vdd ........................ 0.000171 V
  Leak pwr ........................ 0.902 nW
  Power per standard cell area ........................ 393 nW/um^2

[Drt]
  Drt initial violations ........................ 2
  Per-cell routed wire length ........................ 15.0 um
  Number of nets still failing antenna checks after routing ........................ 0
  Detailed-route via count ........................ 701
  Antenna cell count ........................ 0
  Wire length after detailed routing ........................ 2780 um
  Detailed-route DRC error count ........................ 0
  Vias per Instance ........................ 3.79
  TritonRoute pass-1 iters ........................ 2

[Job]
  Count of tool warnings ........................ 34
  # Max-Cap Violations ........................ 0

[Run status]
  Violated checks ........................ setup timing
  Result of the run ........................ complete, but fails checks

[CTS]
  Hold buffer count at cts ........................ 0

----------------------------------------------------
kinds of logic after synthesis:
group | after synthesis | synth area share
buffers and inverters | 4 | 0.131
multiplexers | 32 | 0.869
worst max-delay path by stage:
stage	start	to	slack [ns]	cells past startpoint
CTS	OP	O[30]	-0.17	5
finish	B[24]	O[24]	-0.17	3
global route	OP	O[14]	-0.20	5
layout make-up:
cell class / instances / area share
Tap cell: 46 / 0.0355
Multi-Input combinational cell: 32 / 0.296
Timing Repair Buffer: 107 / 0.668
power by group:
| group | total, mW | internal [mW] | switching (mW) | leakage, nW |
|---|---|---|---|---|
| Clock | 0 | 0 | 0 | 0 |
| Sequential | 0 | 0 | 0 | 0 |
| Combinational | 0.637 | 0.502 | 0.135 | 0.902 |
| Total | 0.637 | 0.502 | 0.135 | 0.902 |
cells in the mapped netlist:
master	count	area, um^2
buf_12	3	60.1
mux2_2	2	22.5
buf_6	1	11.3
mux2_4	30	450
placed cells by master (no fill, tap or decap):
| master | n |
|---|---|
| dlymetal6s2s_1 | 7 |
| clkdlybuf4s50_1 | 11 |
| buf_2 | 11 |
| dlygate4sd2_1 | 46 |
| buf_6 | 22 |
| mux2_4 | 32 |
| buf_12 | 5 |
| buf_8 | 3 |
| buf_16 | 1 |
| buf_4 | 1 |
layer usage:
layer,share of wire,vias up
met5,0,-
met4,0,0
met2,0.50,51
met1,0.36,306
met3,0.14,0
li1,-,344
tightest hold or removal path, stage by stage:
cell	delay (ns)
dlymetal6s2s_1	0.08
mux2_4	0.13
buf_2	0.08
per-stage QoR:
step / hold slack [ns] / utilization / setup TNS (ns) / instance area [um^2] / power [mW]
global route: 0.712 / 0.475 / -4.70 / 1620 / 0.682
global placement: 1.35 / 0.446 / -15.30 / 1520 / 0.648
finish: 0.693 / 0.475 / -3.91 / 1620 / 0.637
CTS: 0.800 / 0.453 / -4.29 / 1550 / 0.617
floorplan: 0.498 / - / 0 / 544 / 0.206
detailed placement: 1.35 / 0.446 / -15.33 / 1520 / 0.650
repair_timing:
item	in CTS	in global routing
setup buffers	7	0
setup endpoints to repair	32	32
resized	168	17
cloned	1	0
No activity file was given, so power comes from the tool's default toggle rates.
